`constraint.sdc`:
```
current_design Interface_AHBtoAPB

set clk_period 18.9
set clk_io_pct 0.2

create_clock -name clk0 -period $clk_period [get_ports {HCLK}]

set non_clock_inputs [all_inputs -no_clocks]
set_input_delay [expr $clk_period * $clk_io_pct] -clock clk0 $non_clock_inputs
set_output_delay [expr $clk_period * $clk_io_pct] -clock clk0 [all_outputs]
```
`config.mk`:
```
export PLATFORM = sky130hd
export DESIGN_NAME = Interface_AHBtoAPB
export DESIGN_NICKNAME = Interface_AHBtoAPB
export VERILOG_FILES = /design/flow/design.v
export SDC_FILE = /design/flow/constraint.sdc
export NUM_CORES = 4
export LEC_CHECK = 1
export CORE_UTILIZATION = 40
```
`design.v`:
```
`timescale 1ns/1ps
module Interface_AHBtoAPB
   (HCLK, HRESET, HADDR, HTRANS, HWRITE, HWDATA, HSEL, HREADYIN,
   HRDATA1, HRDATA2, HREADYOUT, HRESP,
   PWDATA, PENABLE,PADDR,PWRITE,
   PSELS0, PSELS1, PSELS2, PSELS3, PSELS4, PSELS5, PSELS6, PSELS7, 
   PSELS8, PSELS9, PSELS10, PSELS11, PSELS12, PSELS13, PSELS14, PSELS15,
   PRDATA1, PRDATA2);
  input         HCLK;           
  input         HRESET;         
  input  [31:0] HADDR;          
  input  [1:0]  HTRANS;         
  input         HWRITE;         
  input  [31:0] HWDATA;         
  input         HSEL;           
  input         HREADYIN;       
  inout  [31:0] PRDATA1;        
  inout  [31:0] PRDATA2;        
  output [31:0] HRDATA1;        
  output [31:0] HRDATA2;        
  output        HREADYOUT;      
  output [1:0]  HRESP;          
  output [31:0] PWDATA;         
  output        PENABLE;        
  output [31:0] PADDR;          
  output        PWRITE;         
  output        PSELS0;      
  output        PSELS1;    
  output        PSELS2;     
  output        PSELS3;      
  output        PSELS4;      
  output        PSELS5;      
  output        PSELS6;      
  output        PSELS7;      
  output        PSELS8;      
  output        PSELS9;     
  output        PSELS10;     
  output        PSELS11;     
  output        PSELS12;     
  output        PSELS13;     
  output        PSELS14;     
  output        PSELS15;  
  reg  [31:0] HRDATA1;
  reg  [31:0] HRDATA2;
  reg         HREADYOUT;
  wire [1:0]  HRESP;
  wire        PSELS0;
  wire        PSELS1;
  wire        PSELS2;
  wire        PSELS3;
  wire        PSELS4;
  wire        PSELS5;
  wire        PSELS6;
  wire        PSELS7;
  wire        PSELS8;
  wire        PSELS9;
  wire        PSELS10;
  wire        PSELS11;
  wire        PSELS12;
  wire        PSELS13;
  wire        PSELS14;
  wire        PSELS15;
  reg  [31:0] PADDR;
  reg  [31:0] PWDATA;        
  reg         PENABLE;
  reg         PWRITE;
  wire        accept;          
  wire        enact;           
  reg  [31:0] rghaddr;        
  reg         rghwrite;       
  wire [31:0] mxhaddr;        
  reg  [2:0]  nextstate;       
  reg  [2:0]  currentstate;
  wire        enhready;        
  wire        actAPB;          
  wire        enpenable;       
  reg         rgpwrite;       
  reg         intpsels0;      
  reg         intpsels1;      
  reg         intpsels2;      
  reg         intpsels3;      
  reg         intpsels4;     
  reg         intpsels5;     
  reg         intpsels6;      
  reg         intpsels7;      
  reg         intpsels8;      
  reg         intpsels9;      
  reg         intpsels10;     
  reg         intpsels11;     
  reg         intpsels12;     
  reg         intpsels13;     
  reg         intpsels14;     
  reg         intpsels15;     
  reg         adds0;      
  reg         adds1;
  reg         adds2;
  reg         adds3;
  reg         adds4;
  reg         adds5;
  reg         adds6;
  reg         adds7;
  reg         adds8;
  reg         adds9;
  reg         adds10;
  reg         adds11;
  reg         adds12;
  reg         adds13;
  reg         adds14;
  reg         adds15;
  reg         regs0;        
  reg         regs1;
  reg         regs2;
  reg         regs3;
  reg         regs4;
  reg         regs5;
  reg         regs6;
  reg         regs7;
  reg         regs8;
  reg         regs9;
  reg         regs10;
  reg         regs11;
  reg         regs12;
  reg         regs13;
  reg         regs14;
  reg         regs15;
  parameter IDLE =  3'b000;
  parameter READ = 3'b001;
  parameter READOK =  3'b101;
  parameter WWRITE = 3'b010;
  parameter WRITE =  3'b011;
  parameter WRITEOK =  3'b110;
  parameter PNDWRITE =  3'b100;
  parameter PNDWRITEOK =  3'b111;
  parameter consts0 =  4'b0000;
  parameter consts1 =  4'b0001;
  parameter consts2 = 4'b0010;
  parameter consts3 = 4'b0011;
  parameter consts4 = 4'b0100;
  parameter consts5 = 4'b0101;
  parameter consts6 = 4'b0110;
  parameter consts7 = 4'b0111;
  parameter consts8 = 4'b1000;
  parameter consts9 = 4'b1001;
  parameter consts10 = 4'b1010;
  parameter consts11 = 4'b1011;
  parameter consts12 = 4'b1100;
  parameter consts13 = 4'b1101;
  parameter consts14 = 4'b1110;
  parameter consts15 = 4'b1111;
  parameter idle = 2'b00;
  parameter busy = 2'b01;
  parameter nonseq = 2'b10;
  parameter seq = 2'b11;
  parameter okay = 2'b00;
  parameter error = 2'b01;
  parameter retry = 2'b10;
  parameter split = 2'b11;
 assign accept = (HSEL == 1'b1 && HREADYIN == 1'b1 && 
                  (HTRANS == nonseq || HTRANS == seq))? 1'b1 : 1'b0;
  assign enact = HSEL & HREADYIN;
  always @ (negedge HRESET or posedge HCLK)
    begin 
      if (!HRESET)
        begin 
          rghaddr <= 32'b0;
          rghwrite <= 1'b0;
        end
      else
        begin
          if (enact)
            begin 
              rghaddr <= HADDR;
              rghwrite <= HWRITE;
            end 
        end 
    end 
 assign mxhaddr = (nextstate == READ &&
                      (currentstate == IDLE || currentstate == READOK ||
                       currentstate == WRITEOK))? HADDR : rghaddr;
 always @ (currentstate or HWRITE or rghwrite or accept)
    begin 
      case (currentstate)
        IDLE :                  
          if (accept)
            if (HWRITE)
              nextstate = WWRITE;
            else
              nextstate = READ;
          else
            nextstate = IDLE;
        READ :                  
          nextstate = READOK;
        WWRITE :                 
          if (accept)
            nextstate = PNDWRITE;
          else
            nextstate = WRITE;
        WRITE :                 
          if (accept)
            nextstate = PNDWRITEOK;
          else
            nextstate = WRITEOK;
        PNDWRITE :                
          nextstate = PNDWRITEOK;
        READOK :               
          if (accept)
            if (HWRITE)
              nextstate = WWRITE;
            else
              nextstate = READ;
          else
            nextstate = IDLE;
        WRITEOK :               
          if (accept)
            if (HWRITE)
              nextstate = WWRITE;
            else
              nextstate = READ;
          else
            nextstate = IDLE;
        PNDWRITEOK :              
          if (rghwrite)
            if (accept)
              nextstate = PNDWRITE;
            else
              nextstate = WRITE;
          else
            nextstate = READ;
        default  :
          nextstate = IDLE;     
      endcase
    end 
  always @ (negedge HRESET or posedge HCLK)
    begin 
      if (!HRESET)
        currentstate <= IDLE;
      else
        currentstate <= nextstate;
    end 
  always @ (mxhaddr)
    begin 
      intpsels0  = 1'b0;
      intpsels1  = 1'b0;
      intpsels2  = 1'b0;
      intpsels3  = 1'b0;
      intpsels4  = 1'b0;
      intpsels5  = 1'b0;
      intpsels6  = 1'b0;
      intpsels7  = 1'b0;
      intpsels8  = 1'b0;
      intpsels9  = 1'b0;
      intpsels10 = 1'b0;
      intpsels11 = 1'b0;
      intpsels12 = 1'b0;
      intpsels13 = 1'b0;
      intpsels14 = 1'b0;
      intpsels15 = 1'b0;
      case (mxhaddr[31:28])
        consts0 : 
          intpsels0 = 1'b1;
        consts1 :
           intpsels1 = 1'b1;    
        consts2 : 
          intpsels2 = 1'b1;
        consts3 : 
          intpsels3 = 1'b1;
        consts4 : 
          intpsels4 = 1'b1;
        consts5 : 
          intpsels5 = 1'b1;
        consts6 : 
          intpsels6 = 1'b1;
        consts7 : 
          intpsels7 = 1'b1;
        consts8 : 
          intpsels8 = 1'b1;
        consts9 : 
          intpsels9 = 1'b1;
        consts10 : 
          intpsels10 = 1'b1;
        consts11 : 
          intpsels11 = 1'b1;
        consts12 : 
          intpsels12 = 1'b1;
        consts13 : 
          intpsels13 = 1'b1;
        consts14 : 
          intpsels14 = 1'b1;
        consts15 : 
          intpsels15 = 1'b1;
      endcase
    end 
   assign actAPB = (nextstate == READ || nextstate == WRITE || 
                    nextstate == PNDWRITE)? 1'b1 : 1'b0;
  always @ (actAPB or nextstate or intpsels0 or intpsels1 or intpsels2 or 
            intpsels3 or intpsels4 or intpsels5 or intpsels6 or 
            intpsels7 or intpsels8 or intpsels9 or intpsels10 or 
            intpsels11 or intpsels12 or intpsels13 or intpsels14 or 
            intpsels15 or regs0 or regs1 or regs2 or regs3 or 
            regs4 or regs5 or regs6 or regs7 or regs8 or 
            regs9 or regs10 or regs11 or regs12 or regs13 or regs14 or regs15)
    begin 
      if (actAPB)
        begin 
          adds0  = intpsels0;
          adds1  = intpsels1;
          adds2  = intpsels2;
          adds3  = intpsels3;
          adds4  = intpsels4;
          adds5  = intpsels5;
          adds6  = intpsels6;
          adds7  = intpsels7;
          adds8  = intpsels8;
          adds9  = intpsels9;
          adds10 = intpsels10;
          adds11 = intpsels11;
          adds12 = intpsels12;
          adds13 = intpsels13;
          adds14 = intpsels14;
          adds15 = intpsels15;
        end
          else if ((nextstate == IDLE || nextstate == WWRITE))
            begin 
              adds0  = 1'b0;
              adds1  = 1'b0;
              adds2  = 1'b0;
              adds3  = 1'b0;
              adds4  = 1'b0;
              adds5  = 1'b0;
              adds6  = 1'b0;
              adds7  = 1'b0;
              adds8  = 1'b0;
              adds9  = 1'b0;
              adds10 = 1'b0;
              adds11 = 1'b0;
              adds12 = 1'b0;
              adds13 = 1'b0;
              adds14 = 1'b0;
              adds15 = 1'b0;
            end
          else
            begin
              adds0  = regs0;
              adds1  = regs1;
              adds2  = regs2;
              adds3  = regs3;
              adds4  = regs4;
              adds5  = regs5;
              adds6  = regs6;
              adds7  = regs7;
              adds8  = regs8;
              adds9  = regs9;
              adds10 = regs10;
              adds11 = regs11;
              adds12 = regs12;
              adds13 = regs13;
              adds14 = regs14;
              adds15 = regs15;
            end 
    end 
  always @ (negedge HRESET or posedge HCLK)
    begin 
      if (!HRESET)
        begin 
          regs0  <= 1'b0;
          regs1  <= 1'b0;
          regs2  <= 1'b0;
          regs3  <= 1'b0;
          regs4  <= 1'b0;
          regs5  <= 1'b0;
          regs6  <= 1'b0;
          regs7  <= 1'b0;
          regs8  <= 1'b0;
          regs9  <= 1'b0;
          regs10 <= 1'b0;
          regs11 <= 1'b0;
          regs12 <= 1'b0;
          regs13 <= 1'b0;
          regs14 <= 1'b0;
          regs15 <= 1'b0;
        end
      else
        begin
          regs0  <= adds0;
          regs1  <= adds1;
          regs2  <= adds2;
          regs3  <= adds3;
          regs4  <= adds4;
          regs5  <= adds5;
          regs6  <= adds6;
          regs7  <= adds7;
          regs8  <= adds8;
          regs9  <= adds9;
          regs10 <= adds10;
          regs11 <= adds11;
          regs12 <= adds12;
          regs13 <= adds13;
          regs14 <= adds14;
          regs15 <= adds15;
        end 
    end 
  assign PSELS0  = regs0;
  assign PSELS1  = regs1;
  assign PSELS2  = regs2;
  assign PSELS3  = regs3;
  assign PSELS4  = regs4;
  assign PSELS5  = regs5;
  assign PSELS6  = regs6;
  assign PSELS7  = regs7;
  assign PSELS8  = regs8;
  assign PSELS9  = regs9;
  assign PSELS10 = regs10;
  assign PSELS11 = regs11;
  assign PSELS12 = regs12;
  assign PSELS13 = regs13;
  assign PSELS14 = regs14;
  assign PSELS15 = regs15;
  always @ (negedge HRESET or posedge HCLK)
    begin 
      if (!HRESET)
        PADDR <= 28'b0;
      else
        begin
          if (actAPB)
            PADDR <= mxhaddr;
        end 
    end 
  always @ (currentstate or rghwrite)
    begin 
      case (currentstate)
        WWRITE :
          rgpwrite = 1'b1;
        PNDWRITE : 
          begin
          if (rghwrite)
            rgpwrite = 1'b1;
          else
            rgpwrite = 1'b0;
        end
        default: 
          rgpwrite = 1'b0;
      endcase
    end 
  always @ (negedge HRESET or posedge HCLK)
    begin 
      if (!HRESET)
        PWRITE <= 1'b0;
      else
        begin
          if (actAPB)
            PWRITE <= rgpwrite;
        end 
    end 	
  always @ (negedge HRESET or posedge HCLK)
    begin 
      if (!HRESET)
        PWDATA <= 32'b0;
      else
        begin
          if (nextstate == WRITEOK || nextstate == PNDWRITEOK)
            PWDATA <= HWDATA;
        end
    end 
 assign enpenable = (nextstate == READOK || 
                     nextstate == WRITEOK || 
                     nextstate == PNDWRITEOK)? 1'b1 : 1'b0;
  always @ (negedge HRESET or posedge HCLK)
    begin 
      if (!HRESET)
        PENABLE <= 1'b0;
      else
        PENABLE <= enpenable;
    end 
  assign enhready = (nextstate == READOK || nextstate == WRITEOK ||
                     nextstate == PNDWRITEOK || nextstate == IDLE)? 1'b1 : 1'b0;
  always @ (negedge HRESET or posedge HCLK)
    begin 
      if (!HRESET)
        HREADYOUT <= 1'b1;
      else
        HREADYOUT <= enhready;
    end 
  always @ (negedge HRESET or posedge HCLK)
    begin 
      if (!HRESET)
        begin
          HRDATA1 <= 32'b0;
          HRDATA2 <= 32'b0;
        end
      else
        begin
         if (nextstate == READOK)
          begin  
           HRDATA1 <= PRDATA1;
           HRDATA2 <= PRDATA2;
          end
        end
    end
  assign HRESP = okay;
 target_register treg1(HCLK, PSELS0, PWRITE, PWDATA, PRDATA1);
 target_ram tram1(HCLK, PSELS1, PWRITE, PADDR[27:23], PWDATA, PRDATA2);
endmodule      
module target_register (ck, en, w, si, po);
  input  ck; 
  input en; 
  input w;
  input [31:0] si;
  output [31:0]  po;
  reg [31:0] po;         
  reg [31:0] content;     
  reg t;
  integer i;    
  always @(posedge ck)
   begin
    if (en)
      begin 
        if(w)
          begin
            for (i=31;i>=0;i=i-1)
              begin
                t = si[i];
                  content = {content[30:0], t};
              end
            end
          else
            po = content;
        end
      end
endmodule          
module target_ram (c, enb, we, addr, di, do);
  input  c;
  input  we;
  input  enb;
  input [4:0] addr;
  input  [31:0] di;
  output [31:0] do;
  reg [31:0] do; 
  reg [31:0] RAM [31:0];
  always @(posedge c)
   begin
    if (enb)
      begin
        if (we)
          RAM[addr] <= di;
    else  
      do <= RAM[addr];
  end
 end
endmodule                 
```
`run.sh`:
```
#!/bin/bash
# OpenROAD 26Q1-2900-gdf79404cd8, Yosys 0.63+post, stock flow scripts
make -C /OpenROAD-flow-scripts/flow DESIGN_CONFIG=/design/flow/config.mk WORK_HOME=/design/flow/orfs finish
```
==> qor.yml <==
status: "stopped before the end"
stop_stage: "4_1_cts"
error: "[error] [KeplerFormal.cpp:679] Workflow failed: Iso has multiple drivers: .PRDATA10, PRDATA1[0]$_DFFE_PP_.Q0"
io_pins: 284
cts_hold_buffers: 0
clkSinkCount: 1308
die_h_um: 351
async_reset_ff_share_pct: 14.4
portBuffers: 216
die_w_um: 351
synthTopCellsByCount: "edfxtp_1, mux4_2, dfrtp_1, a22oi_1, mux2_2"
yosysSeqAreaShare_pct: 78.8
cts_inserted_buffers: 141
ys_sh_xor_pct: 0
ys_cells: 2231
post_dp_cell_area_um2: 53400
mux_area_share_pct: 15.4
syn_area_um2: 48700
place_congestion: 0.826
synth_cell_types: 47
row_count: 127
flop_cell: "edfxtp_1"
yosysWarnings: 3
aoi_share_pct: 2.94
top_area_share_pct: 69.1
cts-root-buf: "clkbuf_16"
synth.ff_latch_count: 1308
clock_path_buffers: 3
cts_setup_buffers: 0
logic_family: "multiplexers"
synth.avg_cell_area_um2: 21.8
synthCells: 2231
yosysTopAreaCell: "edfxtp_1"
dp_hpwl_um: 62500
synth-area-yosys_um2: 48700
area_leaders: "edfxtp_1, mux4_2, dfrtp_1"
initial_core_util_pct: 40.5
ys_sh_adder_pct: 0
cts.htree.levels: 4
cts_resized: 0
top_cell: "edfxtp_1"
synth-edff-count: 1120
ys_sh_simple_pct: 1.78
[through the flow]
stage          instances  util [%]  worst slack, ps  hold WS [ps]
3_5_place_dp        4030      44.4            12040           405
3_3_place_gp        4030      44.4            12100           404
2_1_floorplan       2232         -            13500           400
[cells by family after synthesis]
kind of cell | Yosys count
flops | 1308
simple gates | 179
mux | 415
other cells | 1
compound gates | 205
buf+inv | 123
